==> /design/flow/design.v <==
module traffic_fsm(input clk,
input rstn,
input start,
input Red_count_eql2,
input Yellow_count_eql1,
input Green_count_eql4,
output reg Red_count_clear,
output reg Yellow_count_clear,
output reg Green_count_clear,
output reg Red_out,
output reg Yellow_out,
output reg Green_out);
reg forward_d;
reg [1:0] nstate,pstate;
parameter [1:0] IDLE=2'b00,Red=2'b01,Yellow=2'b10,Green=2'b11;
always @(*)
begin
casez(pstate)
IDLE: nstate=start?Red:IDLE;
Red: begin
nstate=Red_count_eql2?Yellow:Red;
forward_d=1;
end
Yellow:begin if(forward_d)
nstate=Yellow_count_eql1?Green:Yellow;
else 
nstate=Yellow_count_eql1?Red:Yellow;
end
Green: begin 
nstate=Green_count_eql4?Yellow:Green;
forward_d=0;
end
endcase
end
always @(posedge clk,negedge rstn)
begin
if(!rstn) begin
pstate <=IDLE;
forward_d<=1;
end
else
pstate<=nstate;
end
always @(*)
begin
casez(pstate)
IDLE:begin
Red_count_clear=1;
Yellow_count_clear=1;
Green_count_clear=1;
Red_out=0;
Yellow_out=0;
Green_out=0;
end
Red:begin
Red_count_clear=0;
Yellow_count_clear=1;
Green_count_clear=1;
Red_out=1;
Yellow_out=0;
Green_out=0;
end
Yellow:begin
Red_count_clear=1;
Yellow_count_clear=0;
Green_count_clear=1;
Red_out=0;
Yellow_out=1;
Green_out=0;
end
Green:begin
Red_count_clear=1;
Yellow_count_clear=1;
Green_count_clear=0;
Red_out=0;
Yellow_out=0;
Green_out=1;
end
endcase
end
endmodule
module traffic_light(input clk,
input rstn,
input start,
output Red,
output Yellow,
output Green);
wire [2:0] Red_count,Yellow_count,Green_count;
reg Red_count_eql2,Yellow_count_eql1,Green_count_eql4,Red_count_clear,Yellow_count_clear,Green_count_clear;
traffic_fsm  dut_fsm(.clk(clk),
.rstn(rstn),
.start(start),
.Red_count_eql2(Red_count_eql2),
.Yellow_count_eql1(Yellow_count_eql1),
.Green_count_eql4(Green_count_eql4),
.Red_count_clear(Red_count_clear),
.Yellow_count_clear(Yellow_count_clear),
.Green_count_clear(Green_count_clear),
.Red_out(Red),
.Yellow_out(Yellow),
.Green_out(Green)
);
counter Red_count_dut(.clk(clk),
.rstn(rstn),
.clear(Red_count_clear),
.incr('d1),
.count(Red_count)
);
counter Yellow_count_dut(.clk(clk),
.rstn(rstn),
.clear(Yellow_count_clear),
.incr('d1),
.count(Yellow_count)
);
counter Green_count_dut(.clk(clk),
.rstn(rstn),
.clear(Green_count_clear),
.incr('d1),
.count(Green_count)
);
comparator Red_dut(.val(Red_count),
                   .comp_with(3'b010),
.comp(Red_count_eql2)
);
comparator Yellow_dut(.val(Yellow_count),
                      .comp_with(3'b001),
.comp(Yellow_count_eql1)
);
comparator Green_dut(.val(Green_count),
                     .comp_with(3'b100),
.comp(Green_count_eql4)
);
endmodule
module comparator(input [2:0]val,
                  input [2:0]comp_with,
                 output comp);
  assign comp=(val==comp_with);
endmodule
module counter(input clk,
              input rstn,
              input clear,
              input incr,
              output reg [2:0] count);
  always @(posedge clk,negedge rstn)
    begin
      if(!rstn)
        count<='b0;
      else if(clear)
        count<='b0;
      else
        count<=count+incr;
    end
endmodule
==> /design/flow/run.sh <==
#!/bin/bash
# OpenROAD 26Q1-2900-gdf79404cd8, Yosys 0.63+post, stock flow scripts
make -C /OpenROAD-flow-scripts/flow DESIGN_CONFIG=/design/flow/config.mk WORK_HOME=/design/flow/orfs finish
==> /design/flow/config.mk <==
export PLATFORM = sky130hd
export DESIGN_NAME = traffic_light
export DESIGN_NICKNAME = traffic_light
export VERILOG_FILES = /design/flow/design.v
export SDC_FILE = /design/flow/constraint.sdc
export NUM_CORES = 4
export LEC_CHECK = 1
export CORE_AREA = 10 10 73 73
export DIE_AREA = 0 0 83 83
==> /design/flow/constraint.sdc <==
current_design traffic_light

set clk_period 2.4
set clk_io_pct 0.2

create_clock -name clk0 -period $clk_period [get_ports {clk}]

set non_clock_inputs [all_inputs -no_clocks]
set_input_delay [expr $clk_period * $clk_io_pct] -clock clk0 $non_clock_inputs
set_output_delay [expr $clk_period * $clk_io_pct] -clock clk0 [all_outputs]
==> out/metrics.yaml <==
final_timing:
  period_needed_ns: 2.05
  timing.setup.tns_ns: 0
  final.period_utilization_pct: 85.5
  clock_skew_ns: 0.00278
  slew_violations: 0
  setup_viol_count_final: 0
  worst-slew-pin-transition_ns: 0.541
  grt_setup_unrepaired: "false"
  timing.max_slew.rel_slack_pct: 63.8
  hold-worst-slack_ns: 0.464
  timing_hold_violations_final: 0
  maxClockFrequency_mhz: 488
detailed_routing:
  avgViaCountPerCell: 3.24
  drtPass1Iterations: 2
  drtAntennaViolNets: 0
  drc: 0
  first_iter_violations: 14
  n_antenna_cell: 0
  drt-total-wl_um: 923
  routedWlPerCell_um: 8.71
  vias: 343
floorplan:
  ios: 6
  core_util_floorplan_pct: 15.6
  placement_rows: 22
  core_um2: 3740
  die.size.y_um: 83
  fp.dieW_um: 83
  die_area_um2: 6890
global_route:
  vias_in_the_first_global_route: 376
  maximum_number_of_pins_on_one_net_before_global_route_repair: 14
  grt-ovfl-total: 0
  grtUsageTotal_pct: 2.74
  grt_antenna_before_repair: 0
  wire_length_of_the_first_global_routing_pass_mm: 1.63
worst_hold_path:
  worst_min_delay_path_startpoint: "Yellow_count_dut.count[0]$_DFF_PN0_"
  min-delay-path-class: "reg -> reg"
  whs_path_depth: 1
  hold_end: "Yellow_count_dut.count[0]$_DFF_PN0_"
clock_tree:
  num_clock_sinks: 13
  clock-root-buffer: "sky130_fd_sc_hd__clkbuf_8"
  cts_hold_repair.buffers: 0
  clock_pin_slew_worst_setup_and_hold_paths_ns: 0.05
  insertion_delay_ns: 0.24
  htree_levels: 1
  post_cts_repair_setup_buffers: 0
  clk_path_buf_depth: 2
  cts_repair_resize_count: 0
  tritoncts_clock_tree: "yes"
  numCtsBuffers: 3
setup_path:
  cp-end-kind: "primary output"
  worstPathArrival_ns: 1.57
  path_class: "reg -> out"
  r2r-start: "Yellow_count_dut.count[0]$_DFF_PN0_"
  crit_chain: "or3_4 -> inv_1 -> clkdlybuf4s50_1"
  critical_path.max_fanout: 4
  timing.critical_path.from_type: "register"
  crit_path_top_delay_cell: "sky130_fd_sc_hd__clkdlybuf4s50_1"
  worst-r2r-setup-slack_ns: 1.34
  slowest_delay_ns: 0.45
  r2r-end: "dut_fsm.pstate[3]$_DFF_PN0_"
  worstRegToRegCells: 3
  required_time_worst_endpoint_ns: 1.92
yosys:
  yosysWarningCount: 4
  synth_area_per_cell_um2: 11.9
  ys_seq_share_pct: 56.0
  synth_chip_area_um2: 583
  netlist_instances: 49
  yosys-stat-cells: 49
  numSynthFlops: 13
  synthDistinctLibCells: 16
  synthesis.area_um2: 583
final_layout:
  drive_gt1_share_pct: 17.2
  regArea_um2: 327
  final-instance-count-excl-fill: 106
  final_util_pct: 19.7
  nFillCells: 409
  area.growth.synth_to_final_pct: 26.6
  multiInputGateArea_um2: 226
run_status:
  run_status: "finished clean"
job:
  log.warning_count: 28
  max_cap_violation_count: 0
power:
  p_seq_share_pct: 53.2
  vdd.ir_drop.worst_uv: 130
  p_int_uw: 339
  pwr_density_cell_nw_per_um2: 559
  p_leak_nw: 0.339
  power_frac_comb_pct: 1.7
  power.clock.fraction_pct: 45.1
  switching_share_pct: 17.9
  netSwitchingPower_uw: 73.8
place:
  gp_congestion: 0.692
  placedCellCount: 102
  port-buffer-count: 5
  hpwl_after_dpl_um: 723
per-stage QoR:
| stage | setup WS [ns] | area [um2] | power [mW] |
|---|---|---|---|
| floorplan | 1.12 | 583 | 0.223 |
| global placement | 0.599 | 693 | 0.231 |
| detailed placement | 0.588 | 693 | 0.231 |
| CTS | 0.324 | 738 | 0.418 |
| global route | 0.258 | 738 | 0.432 |
| finish | 0.349 | 738 | 0.413 |
how the worst max path moves through the flow:
| stage | from | end | slack [ns] | depth (start not counted) |
|---|---|---|---|---|
| 4_1_cts | dut_fsm.pstate[3]$_DFF_PN0_ | Yellow | 0.32 | 3 |
| 5_1_grt | dut_fsm.pstate[3]$_DFF_PN0_ | Red | 0.26 | 3 |
| 6_report | dut_fsm.pstate[2]$_DFF_PN0_ | Yellow | 0.35 | 3 |
power by group through the flow:
stage	clock, mW	combinational [mW]	sequential, mW
finish	0.186	0.00715	0.220
global route	0.205	0.00827	0.219
CTS	0.191	0.00762	0.220
cells by family after synthesis:
kind of cell,Yosys count,synth area share (%)
and+or+nand+nor,16,16.5
DFF,13,56.0
buffers and inverters,8,5.15
adders and majority gates,6,12.9
AOI/OAI and AO/OA,3,4.94
xor gates and xnor gates,3,4.51
cells in the mapped netlist:
master / number / area share, %
sky130_fd_sc_hd__a22o_2: 2 / 3.4
sky130_fd_sc_hd__dfstp_2: 1 / 4.5
sky130_fd_sc_hd__xor2_1: 1 / 1.5
sky130_fd_sc_hd__ha_1: 6 / 13
sky130_fd_sc_hd__or3_4: 2 / 3.9
sky130_fd_sc_hd__xnor2_1: 2 / 3.0
sky130_fd_sc_hd__nor2b_1: 3 / 3.2
sky130_fd_sc_hd__inv_1: 8 / 5.2
sky130_fd_sc_hd__nor2_1: 4 / 2.6
sky130_fd_sc_hd__dfrtp_1: 12 / 52
sky130_fd_sc_hd__and2_1: 2 / 2.1
sky130_fd_sc_hd__nand3_1: 1 / 0.86
sky130_fd_sc_hd__nand2_1: 1 / 0.64
sky130_fd_sc_hd__o221ai_1: 1 / 1.5
sky130_fd_sc_hd__nor2_2: 2 / 2.1
sky130_fd_sc_hd__nand2b_1: 1 / 1.1
state kept, by name (all words and copies together), names as in the netlist:
name	count
Green_count_dut.count	3
Yellow_count_dut.count	3
Red_count_dut.count	3
dut_fsm.pstate	4
final cells by class:
class	instances	share of cell area, %
clock buffers	4	6.10
inverters	8	4.07
multi-input cells	28	30.7
flip-flops and latches	13	44.2
well taps	48	8.14
repair buffers	5	6.78
metal layers:
metal  wire [um]  track usage, %  up-vias
li1            -               -      171
met1         440            3.29      164
met2         378            3.91        6
met3          95            1.87        2
met4           8           0.615        0
met5           0               0        -
placed cells by master (no fill, tap or decap):
cell and instances:
sky130_fd_sc_hd__nor2_2 2, sky130_fd_sc_hd__and2_1 2, sky130_fd_sc_hd__clkbuf_1 1, sky130_fd_sc_hd__inv_1 8, sky130_fd_sc_hd__nand2_1 1, sky130_fd_sc_hd__nand2b_1 1, sky130_fd_sc_hd__a22o_2 2, sky130_fd_sc_hd__clkbuf_8 3
sky130_fd_sc_hd__xor2_1 1, sky130_fd_sc_hd__ha_1 6, sky130_fd_sc_hd__nand3_1 1, sky130_fd_sc_hd__dfrtp_1 12, sky130_fd_sc_hd__xnor2_1 2, sky130_fd_sc_hd__or3_4 2, sky130_fd_sc_hd__dfstp_2 1, sky130_fd_sc_hd__nor2b_1 3
sky130_fd_sc_hd__o221ai_1 1, sky130_fd_sc_hd__nor2_1 4, sky130_fd_sc_hd__clkdlybuf4s50_1 5
worst max-delay path: cells and delay by family, from the launching register on:
kind | cells | cell delay (ns)
flip-flops | 1 | 0.40
buffers and inverters | 2 | 0.51
AND/OR/NAND/NOR | 1 | 0.42
Power is estimated from default activity; no workload was simulated.
